==> ./design.v <==
module AND_gate(A, B, Out);  
  input [31:0] A;
  input [31:0] B;
  output [31:0] Out;
  assign Out = (A & (~B));
endmodule
module OR_gate(A, B, Out);  
  input [31:0] A;
  input [31:0] B;
  output [31:0] Out;
  assign Out = (A | B);
endmodule
module XOR_gate(A, B, Out);  
  input [31:0] A;
  input [31:0] B;
  output [31:0] Out;
  assign Out = (A ^ B);
endmodule
module NOT_gate(A, Out);  
  input [31:0] A;
  output [31:0] Out;
  assign Out = ~A;
endmodule
module NAND_gate(A, B, Out);  
  input [31:0] A;
  input [31:0] B;
  output [31:0] Out;
  assign Out = ~(A & B);
endmodule
module NOR_gate(A, B, Out);  
  input [31:0] A;
  input [31:0] B;
  output [31:0] Out;
  assign Out = ~(A | B);
endmodule
module XNOR_gate(A, B, Out);  
  input [31:0] A;
  input [31:0] B;
  output [31:0] Out;
  assign Out = ~(A ^ B);
endmodule
module ADD_er(A, B, SUM, Cout);  
  input [31:0] A;
  input [31:0] B;
  output Cout;
  output [31:0] SUM;
  reg [31:0] SUM_local;
  always @(*) begin
    SUM_local = A+B;
  end
  assign SUM = SUM_local[31:0];  
  assign Cout = SUM_local[32];  
endmodule
module SUB_er(A, B, Out); 
  input [31:0] A;
  input [31:0] B;
  output [7:0] Out;
  reg [32:0] SUB_local;                
  always @(*) begin
    SUB_local = B-A;
  end
  assign Out = SUB_local[32:0];
endmodule
module MUL_er(A, B, Out);  
  input [31:0] A;
  input [31:0] B;
  output [31:0] Out;
  reg [31:0] MUL_local;
  always @(*) begin
    MUL_local = A*B;
  end
  assign Out = MUL_local[31:0];
endmodule
module DIV_er(A, B, Out, Remainder); 
  input [31:0] A;
  input [31:0] B;
  output [31:0] Out;
  output [31:0] Remainder;
  reg [31:0] DIV_local;
  reg [31:0] REMAIN_local;
  always @(*) begin
    DIV_local = B/A;
    REMAIN_local = A%A;
  end
  assign Out = DIV_local[31:0];
  assign Remainder = REMAIN_local[31:0];
endmodule
module SHL_Logic(A, Out);  
  input [31:0] A;
  output [31:0] Out;
  reg [31:0] SHL_local;
  always @(*) begin
    SHL_local = (A << 1);
  end
  assign Out = SHL_local[31:0];
endmodule
module SHR_Logic(A, Out);  
  input [31:0] A;
  output [31:0] Out;
  reg [31:0] SHR_local;
  always @(*) begin
    SHR_local = (A >> 1);
  end
  assign Out = SHR_local[31:0];
endmodule
module DFF(clk, inputA, Out);  
  input clk;
  input inputA;
  output Out;
  reg Out;
  always @(posedge clk) begin
    Out = inputA;
  end
endmodule
module DFF_register(clk, reset, inputA, Out);  
  input clk;
  input reset;
  input [31:0] inputA;
  output [31:0] Out;
  wire [31:0] zeroes;
  assign zeroes = {32{1'b0}};
  reg [31:0] rst;
  always @(posedge clk)
  begin
    rst = inputA;
    if (reset==1) begin
      rst = 0;
    end
  end
  assign Out = rst;
endmodule
module ERROR_Check(clk, rst, add_of, LED); 
  input clk;
  input rst;
  input add_of;
  output LED;
  wire Overflow_ERR;
  assign Overflow_ERR = add_of;
  wire ERROR_wire;
  reg ERROR_value;
  DFF ERROR_CHECKER (clk, Overflow_ERR, ERROR_wire);
  always@(*)
  begin
    ERROR_value = ERROR_wire;
    if (rst == 0)
    begin
      ERROR_value = 0;
    end
  end
  assign LED = ERROR_wire;
endmodule
module MUX(channels, select, Out); 
  input [15:0][31:0] channels;
  input [3:0] select;
  output [31:0] Out;
  assign Out = channels[select];
endmodule
module breadboard(clk,reset,A,B,C,opcode, ERR_out); 
  input clk;
  input reset;
  input [3:0] opcode;
  input [31:0] A;
  input [31:0] B;
  output [31:0] C;
  output ERR_out;
  reg [31:0] curA;
  reg [31:0] curB;
  reg [31:0] curC;
  reg curERROR;
  reg [31:0] nextA;
  reg [31:0] nextB;
  reg [31:0] nextC;
  reg nextERROR;
  wire rst_wire;
  wire clk_wire;
  wire [31:0] inputA_wire;
  wire [31:0] inputB_wire;
  wire [31:0] reg_A_cur_wire;
  wire [31:0] reg_B_cur_wire;
  assign rst_wire = reset;
  assign clk_wire = clk;
  assign inputA_wire = A;
  assign inputB_wire = B;
  wire opcode_s0;
  wire opcode_s1;
  wire opcode_s2;
  wire opcode_s3;
  assign opcode_s0 = opcode[0];
  assign opcode_s1 = opcode[1];
  assign opcode_s2 = opcode[2];
  assign opcode_s3 = opcode[3];
  wire [3:0] opcode_MUX;
  wire [31:0] zeros_wire;
  wire [31:0] ADD_out_wire;
  wire carry_error_wire;
  wire [31:0] SUB_out_wire;
  wire [31:0] MUL_out_wire;
  wire [31:0] DIV_out_wire;
  wire [31:0] remainder_wire;
  wire [31:0] AND_out_wire;
  wire [31:0] OR_out_wire;
  wire [31:0] XOR_out_wire;
  wire [31:0] NOT_out_wire;
  wire [31:0] NAND_out_wire;
  wire [31:0] NOR_out_wire;
  wire [31:0] XNOR_out_wire;
  wire [31:0] SHL_out_wire;
  wire [31:0] SHR_out_wire;
  assign zeros_wire = {32{1'b0}};
  assign opcode_MUX = opcode;
  wire [15:0][31:0] MUX_channels;
  assign MUX_channels[0]  = reg_out_wire;
  assign MUX_channels[1]  = ADD_out_wire;
  assign MUX_channels[2]  = SUB_out_wire;
  assign MUX_channels[3]  = MUL_out_wire;
  assign MUX_channels[4]  = DIV_out_wire;
  assign MUX_channels[5]  = remainder_wire;
  assign MUX_channels[6]  = AND_out_wire;
  assign MUX_channels[7]  = OR_out_wire;
  assign MUX_channels[8]  = XOR_out_wire;
  assign MUX_channels[9]  = NOT_out_wire;
  assign MUX_channels[10] = NAND_out_wire;
  assign MUX_channels[11] = NOR_out_wire;
  assign MUX_channels[12] = XNOR_out_wire;
  assign MUX_channels[13] = SHL_out_wire;
  assign MUX_channels[14] = SHR_out_wire;
  assign MUX_channels[15] = zeros_wire;
  wire [31:0] MUX_out_wire;
  wire [31:0] reg_out_wire;
  wire [31:0] acc_result;
  wire ERROR_result;
  ADD_er        Ch1  (inputA_wire, inputB_wire, ADD_out_wire, carry_error_wire);
  SUB_er        Ch2  (inputA_wire, inputB_wire, SUB_out_wire);
  MUL_er        Ch3  (inputA_wire, inputB_wire, MUL_out_wire);
  DIV_er        Ch4  (inputA_wire, inputB_wire, DIV_out_wire, remainder_wire);
  DIV_er        Ch5  (inputA_wire, inputB_wire, DIV_out_wire, remainder_wire);
  AND_gate      Ch6  (inputA_wire, inputB_wire, AND_out_wire);
  OR_gate       Ch7  (inputA_wire, inputB_wire, OR_out_wire);
  XOR_gate      Ch8  (inputA_wire, inputB_wire, XOR_out_wire);
  NOT_gate      Ch9  (inputB_wire, NOT_out_wire);
  NAND_gate     Ch10 (inputA_wire, inputB_wire, NAND_out_wire);
  NOR_gate      Ch11 (inputA_wire, inputB_wire, NOR_out_wire);
  XNOR_gate     Ch12 (inputA_wire, inputB_wire, XNOR_out_wire);
  SHL_Logic     Ch13 (inputA_wire, SHL_out_wire);
  SHR_Logic     Ch14 (inputA_wire, SHR_out_wire);
  MUX           CMD (MUX_channels, opcode_MUX, MUX_out_wire);
  DFF_register  ACC (clk_wire, rst_wire, MUX_out_wire, reg_out_wire);
  ERROR_Check   ERR (clk_wire, rst_wire, carry_error_wire, ERROR_result);
  always @(*)
  begin
    curA = reg_A_cur_wire;
    curB = reg_B_cur_wire;
    curC = reg_out_wire;
    curERROR = ERROR_result;
    nextA = inputA_wire;
    nextB = inputB_wire;
    nextC = MUX_out_wire;
    nextERROR = carry_error_wire;
  end
  assign C = reg_out_wire; 
  assign ERR_out = ERROR_result;
endmodule
==> ./run.sh <==
#!/bin/bash
# OpenROAD 26Q1-2900-gdf79404cd8, Yosys 0.63+post, stock flow scripts
make -C /OpenROAD-flow-scripts/flow DESIGN_CONFIG=/design/flow/config.mk WORK_HOME=/design/flow/orfs finish
==> ./config.mk <==
export PLATFORM = sky130hd
export DESIGN_NAME = breadboard
export DESIGN_NICKNAME = breadboard
export VERILOG_FILES = /design/flow/design.v
export SDC_FILE = /design/flow/constraint.sdc
export NUM_CORES = 4
export LEC_CHECK = 1
export CORE_UTILIZATION = 30
==> ./constraint.sdc <==
current_design breadboard

set clk_period 316.8
set clk_io_pct 0.2

create_clock -name clk0 -period $clk_period [get_ports {clk}]

set non_clock_inputs [all_inputs -no_clocks]
set_input_delay [expr $clk_period * $clk_io_pct] -clock clk0 $non_clock_inputs
set_output_delay [expr $clk_period * $clk_io_pct] -clock clk0 [all_outputs]
==> impl_metrics.toml <==
# flow metrics
[placed_design]
globalplace.congestion = 1.09
dpl.hpwl_um = 303000
dp.cells = 14800
place_area_mm2 = 0.0855
io_buffers = 101
dp_slack_ns = 168.49

[drt]
vias = 86900
drt-initial-drc-count = 8196
drc = 0
wl_um = 379000
dr.pass1.iters = 9
antenna_left = 0
vias_per_cell = 5.87
wl_per_cell_um = 25.6

[global_route]
grt_overflow = 0
antenna_found_initial = 29
grt_start_max_net_pins = 67
grt_pass1_wl_um = 550000
track_usage_pct = 28.4
grt_pass1_vias = 81700

[yosys]
ys_ff = 32
edf_count = 0
ys_seq_share_pct = 0.806
synth_async_sr_flop_share_pct = 0
synthCells = 11300
syn_avg_cell_area_um2 = 7.01
syn-cell-area_mm2 = 0.0795
synth_cell_types = 108
yosys_warnings = 76
ys_area_mm2 = 0.0795
ys_cells = 11300
flop_cell = "dfxtp_1"

[clock_network]
postCtsSetupBuffers = 0
cts_tree = "built"
clock_sinks = 32
hold_buffers = 0
cts.path.max_buffers = 2
cts_resized = 0
clock-root-buffer = "clkbuf_16"
htree_levels = 2
path_clk_slew_ns = 0.06
clk-insertion-delay-late_ns = 0.30
cts_buffers = 5

[layout]
fill_cells = 28200
fin_cells = 14800
fin_util_pct = 32.6
layout_top_cells = "nand2_1 (1408), ha_1 (1255), nor2_1 (1063), a21oi_1 (934), inv_1 (806)"
design_area_mm2 = 0.0857
area_growth_syn_to_layout_pct = 7.91
drive_above_1_share_pct = 6.68
final_common_cell = "nand2_1"

[final_timing]
rsz0062_at_grt = "no"
final-hold-violation-count = 0
max_freq_mhz = 6.65
worst_slack_ns = 166.49
whs_ns = 0.540
fin_skew_ns = 0.00234
finalCritPeriodShare_pct = 47.4
worst_pin_slew_ns = 1.47
maxSlewHeadroom_pct = 1.09
fin_setup_tns_ns = 0
period_needed_ns = 150.31
setup_viol = 0
maxSlewViolCount = 0

[power]
powerDensity_mw_per_mm2 = 7.00
ir_worst_vdd_v = 0.0000534
clkPwrFrac_pct = 1.1
p_sw_mw = 0.360
internal_power_mw = 0.240
pwr-share-seq_pct = 1.3
finalPower_mw = 0.600
comb_power_share_pct = 97.6
static-leakage-power_nw = 39.6
p_sw_share_pct = 60.0

[critical_path]
crit_cells = 304
start_kind = "primary input"
cp_slowest_cell = "nor3_1"
critPathMaxStageDelay_ns = 0.86
path_max_fanout = 42
arrival_ns = 150.54
crit_required_ns = 317.03
crit_start = "A[18]"
cp-end-kind = "flop"
crit_family = "AND-OR/OR-AND gates"
reg2reg_depth = 5
worstSetupPathType = "in2reg"
crit_path_frequent_cell = "a21oi_1"
crit_buf_inv = 24
reg2reg_slack_ns = 315.31

[job]
tool_warnings = 71
drv_cap = 0

[min_path]
holdPathStages = 2
min_path_type = "reg2reg"

[die]
chip_area_mm2 = 0.267
core_area_mm2 = 0.263
ioPinCount = 103
rows = 188
fp_util_pct = 30.2
die_w_um = 517
die_h_um = 517

[outcome]
status = "finished, final reports clean"
[power groups by stage]
stage	registers [mW]	clock network [mW]	logic, mW
finish	0.00795	0.00640	0.586
global route	0.00777	0.00647	0.640
CTS	0.00785	0.00638	0.575
[cells in the mapped netlist, drive strengths merged (104+ instances only)]
| cell type | count | area share (%) |
|---|---|---|
| a211oi | 136 | 1.3 |
| a21o | 337 | 3.2 |
| a21oi | 941 | 5.9 |
| a31oi | 167 | 1.3 |
| clkbuf | 363 | 1.7 |
| fa | 410 | 10 |
| ha | 1255 | 20 |
| inv | 830 | 3.9 |
| mux2 | 134 | 1.9 |
| nand2 | 1408 | 6.7 |
| nand3 | 259 | 1.6 |
| nand4 | 104 | 0.83 |
| nor2 | 1068 | 5.0 |
| nor3 | 293 | 1.9 |
| o211ai | 126 | 1.2 |
| o21a | 253 | 2.4 |
| o21ai | 626 | 3.9 |
| o21bai | 105 | 0.99 |
| or3 | 114 | 0.90 |
| xnor2 | 477 | 5.3 |
| xor2 | 345 | 3.8 |
[tightest hold or removal path: stages (launching register included)]
cell and delay, ns:
dfxtp_1 0.36, nand2_1 0.08, o31ai_1 0.06
[worst min-delay path by stage]
stage / start / endpoint / slack, ns
after CTS: flop / flop / 0.54
after global routing: flop / flop / 0.56
final: flop / flop / 0.54
[final cells by class]
type	instances	area, µm²	share of cell area, %
timing repair buffer	415	3250	3.79
inverter	834	3160	3.68
sequential	32	641	0.747
clock buffer	7	153	0.178
tap	3515	4400	5.13
clock inverter	1	30.0	0.0350
multi-input combinational	9997	74100	86.4
antenna	5	12.5	0.0146
[metal layers]
| metal | share of wire (%) | up-vias | GRT usage (%) | routed length [µm] |
|---|---|---|---|---|
| met5 | 0.044 | - | 0 | 168 |
| met4 | 5.5 | 26 | 12.3 | 20800 |
| met3 | 11 | 852 | 7.98 | 42100 |
| met2 | 41 | 4340 | 41.5 | 156000 |
| met1 | 42 | 41000 | 39.1 | 161000 |
| li1 | - | 40700 | - | - |
[kinds of logic (layout without fill, tap and decap cells)]
kind of cell    Yosys count  in the layout  synth area share [%]
simple gates           3853           3853                  22.1
compound gates         3423           3423                  28.4
fa+ha+maj              1665           1665                  30.1
buf+inv                1299           1257                  6.20
xor+xnor                822            822                  9.06
mux                     233            233                  3.35
flops                    32             32                 0.806
other cells               1              6               0.00472
No activity file was given, so power comes from the tool's default toggle rates.
